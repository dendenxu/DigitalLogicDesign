==> design.v <==
`timescale 1ns / 1ps
module ps2control(
		input clk, 
		input ps2_clk, 
		input ps2_data, 
		input rst,
		output reg [9:0] data, 
		output ready
    );
	reg [3:0] count = 0;
	reg [9:0] buffer = 0;
	reg [2:0] ps2_clk_sync = 0;
	reg data_expand = 0;
	reg data_release = 0;
	reg data_done = 0;
	wire sampling;
	always @(posedge clk or negedge rst) begin
			if(!rst) ps2_clk_sync <= 0;
			else ps2_clk_sync <= {ps2_clk_sync[1:0],ps2_clk};
	end	
	assign sampling = ps2_clk_sync[2]&~ps2_clk_sync[1];
	always @(posedge clk or negedge rst) begin
		if(!rst) begin
			data_done <= 0;
			data_expand <= 0;
			data <= 0;
			data_release <= 0;
			buffer <= 0;
		end 
		else if(count == 4'd11) count <= 0;
		else if(sampling) begin
			if(count == 4'd10) begin
				if(buffer[8:1]==8'hE0) data_expand <= 1;
				else if(buffer[8:1]==8'hF0) data_release <= 1;
				else begin
					data <= {data_expand, data_release, buffer[8:1]};
					data_done <= 1;
					data_expand <= 0;
					data_release <= 0;
				end
			end 
			else begin
				buffer[count] <= ps2_data;
				data_done <= 0;
			end
			count <= count +3'b1;
		end
	end
	assign ready = data_done;
endmodule
==> run.sh <==
#!/bin/bash
# OpenROAD 26Q1-2900-gdf79404cd8, Yosys 0.63+post, stock flow scripts
make -C /OpenROAD-flow-scripts/flow DESIGN_CONFIG=/design/flow/config.mk WORK_HOME=/design/flow/orfs finish
==> config.mk <==
export PLATFORM = sky130hd
export DESIGN_NAME = ps2control
export DESIGN_NICKNAME = ps2control
export VERILOG_FILES = /design/flow/design.v
export SDC_FILE = /design/flow/constraint.sdc
export NUM_CORES = 4
export LEC_CHECK = 1
export CORE_UTILIZATION = 30
==> constraint.sdc <==
current_design ps2control

set clk_period 2.4
set clk_io_pct 0.2

create_clock -name clk0 -period $clk_period [get_ports {clk}]

set non_clock_inputs [all_inputs -no_clocks]
set_input_delay [expr $clk_period * $clk_io_pct] -clock clk0 $non_clock_inputs
set_output_delay [expr $clk_period * $clk_io_pct] -clock clk0 [all_outputs]
==> flow_summary.json <==
{
  "drc": 0,
  "max-cap-violations": 0,
  "critPathArrivalTime_ns": 2.35,
  "crit_type": "reg -> reg",
  "ctsHoldBuffers": 0,
  "comb_area_um2": 627,
  "peakVddDrop_v": 0.000403,
  "final_util_pct": 37.8,
  "grt_use_total_pct": 11.1,
  "cts.clk_slew.worst_paths_ns": 0.10,
  "first_pass_iters": 4,
  "fillers": 408,
  "fp.dieW_um": 70.0,
  "drv_slew": 0,
  "clk_path_buf_depth": 2,
  "via_count": 922,
  "vias_per_cell": 5.04,
  "clockRootBuffer": "clkbuf_8",
  "yosysUniqueCellTypes": 39,
  "cts_resized": 0,
  "rows": 24,
  "num_antenna_cells": 0,
  "fp.dieH_um": 70.0,
  "grt_pass1_wl_um": 4310,
  "max_slew_margin_pct": 71.5,
  "ys_seq_elements": 28,
  "tightestPinTransition_ns": 0.426,
  "p_per_area_mw_per_mm2": 640,
  "htreeDepth": 1,
  "cp-end-kind": "flop",
  "avgSynthCellArea_um2": 12.3,
  "critPathTopFamily": "simple AND/OR/NAND/NOR gates",
  "dp_hpwl_um": 1770,
  "yosys_area_mm2": 0.00139,
  "grt_pass1_vias": 894,
  "portBuffers": 14,
  "finalCritPeriodShare_pct": 90.8,
  "cts-buffers-inserted": 3,
  "core_area_mm2": 0.00438,
  "synth-edff-count": 4,
  "setup_viol": 0,
  "syn_area_mm2": 0.00139,
  "p_leak_uw": 0.000675,
  "area_growth_pct": 19.5,
  "openroad.warnings": 30,
  "routedWlPerCell_um": 13.4,
  "hold_violations": 0,
  "clock_skew_ns": 0.00250,
  "crit_buf_inv": 1,
  "grt_max_degree": 25,
  "min_period_ns": 2.18,
  "floorplan.core_util_pct": 31.6,
  "setup_tns_ns": 0,
  "status": "finished, final reports clean",
  "start_kind": "flop",
  "seq_area_um2": 721,
  "layout-drive-gt1-share_pct": 19.8,
  "ys_cells": 113,
  "wl_um": 2460,
  "layout_top_cell": "dfrtp_1",
  "routabilityCongestion": 0.833,
  "max_clock_freq_mhz": 459,
  "ant_nets": 0,
  "flop_cell": "dfrtp_1",
  "cp.required_ns": 2.57,
  "synthArstFlopShare_pct": 85.7,
  "rsz0062_at_grt": "no",
  "final_cell_mix": "dfrtp_1, clkdlybuf4s50_1, o21ai_0, mux2_2",
  "cpPeakStageDelay_ns": 0.59,
  "ys_seq_share_pct": 52.0,
  "cts_tree": "done",
  "cp_slowest_cell": "edfxtp_1",
  "crit_chain": "inv_1 -> ha_1 -> nor3b_1 -> or3_1 -> nor3_2 -> mux2_4",
  "place_inst": 179,
  "clk_latency_ns": 0.28,
  "worstPathMaxFanout": 12,
  "post_cts_buffers": 0,
  "overflow": 0,
  "synthCells": 113,
  "hold_class": "reg -> reg",
  "clock_sinks": 28,
  "pin_count": 15,
  "antenna_found_initial": 0,
  "drtIter0Drc": 72,
  "yosysWarnings": 1,
  "chipArea_mm2": 0.00490,
  "stdcell_count": 183
}
==> synth_stat cells (2+ instances only) <==
cell      number  area, um^2
o21ai_0       13        65.1
o211ai_1       3        22.5
nor2_1         5        18.8
ha_1           6        75.1
nand3_1        2        10.0
nor2b_1        3        18.8
dfrtp_1       24         601
a21oi_1        5        25.0
inv_1          6        22.5
mux2_2         9         101
nand2_1        3        11.3
mux2_1         2        22.5
edfxtp_1       4         120
nor3b_1        3        22.5
==> kinds of logic after synthesis <==
logic type / count (synthesis) / share of synthesized area, %
fa+ha+maj: 6 / 5.42
xor+xnor: 1 / 0.632
compound gates: 28 / 14.0
simple gates: 30 / 15.2
flops: 28 / 52.0
mux: 12 / 10.0
buf+inv: 8 / 2.80
==> where the power goes <==
part | internal [uW] | leakage (uW) | total (uW) | switching, uW
Sequential | 540 | 0.000334 | 581 | 41.0
Clock | 182 | 0.0000339 | 331 | 150
Combinational | 92.3 | 0.000306 | 147 | 54.7
==> state kept, by name, summed over array words and instances (netlist names) <==
| name | cells |
|---|---|
| data_expand | 1 |
| data_done | 1 |
| buffer | 8 |
| count | 4 |
| data | 10 |
| data_release | 1 |
| ps2_clk_sync | 3 |
==> worst reg2reg max path: stages, from the launching register on <==
cell and delay [ns]:
edfxtp_1 0.59, inv_1 0.17, ha_1 0.31, nor3b_1 0.18, or3_1 0.33, nor3_2 0.19
mux2_4 0.31
==> worst paths after layout <==
check                                     startpoint                   endpoint  slack [ns]  depth (start not counted)
min                        ps2_clk_sync[0]$_DFF_PN0_  ps2_clk_sync[1]$_DFF_PN0_        0.36                          0
max reg2reg                   count[0]$_SDFFCE_PN0P_      buffer[8]$_DFFE_PN0P_        0.22                          6
min reg2reg                ps2_clk_sync[0]$_DFF_PN0_  ps2_clk_sync[1]$_DFF_PN0_        0.36                          0
max                           count[0]$_SDFFCE_PN0P_      buffer[8]$_DFFE_PN0P_        0.22                          6
max in group asynchronous                        rst      data_done$_DFFE_PN0P_        1.53                          2
min in group asynchronous                        rst        data[7]$_DFFE_PN0P_        0.65                          2
==> per-stage QoR <==
step / hold slack (ns) / setup slack (ns) / cell area [um^2] / total power, uW
floorplan: 0.184 / 0.425 / 1390 / 653
global placement: 0.337 / 0.305 / 1590 / 736
detailed placement: 0.335 / 0.274 / 1590 / 739
CTS: 0.358 / 0.229 / 1660 / 1070
global route: 0.383 / 0.0307 / 1660 / 1110
finish: 0.357 / 0.221 / 1660 / 1060
==> cell type report <==
class | instances | area share [%]
inverter | 6 | 1.36
sequential | 28 | 43.5
timing repair buffer | 16 | 9.37
clock buffer | 4 | 4.00
multi-input combinational | 77 | 37.8
tap | 52 | 3.93
==> metal layers <==
metal / global-route usage, % / up-vias / wire, um
met5: 0 / - / 0
met4: 0.889 / 0 / 13
met3: 2.34 / 2 / 95
met2: 15.8 / 21 / 1090
met1: 18.7 / 457 / 1260
li1: - / 442 / -
No activity file was given, so power comes from the tool's default toggle rates.
