[run.sh]
#!/bin/bash
# OpenROAD 26Q1-2900-gdf79404cd8, Yosys 0.63+post, stock flow scripts
make -C /OpenROAD-flow-scripts/flow DESIGN_CONFIG=/design/flow/config.mk WORK_HOME=/design/flow/orfs finish
[config.mk]
export PLATFORM = sky130hd
export DESIGN_NAME = clk_div
export DESIGN_NICKNAME = clk_div
export VERILOG_FILES = /design/flow/design.v
export SDC_FILE = /design/flow/constraint.sdc
export NUM_CORES = 4
export LEC_CHECK = 1
export CORE_UTILIZATION = 40
[constraint.sdc]
current_design clk_div

set clk_period 5.9
set clk_io_pct 0.2

create_clock -name clk0 -period $clk_period [get_ports {clk}]

set non_clock_inputs [all_inputs -no_clocks]
set_input_delay [expr $clk_period * $clk_io_pct] -clock clk0 $non_clock_inputs
set_output_delay [expr $clk_period * $clk_io_pct] -clock clk0 [all_outputs]
[design.v]
module clk_div#(clk_div_num = 1250_0000)
              (input clk,
               input rst,
               input [1:0] clk_rate,
               output reg clk_game);
    reg [31:0] cnt;
    reg [3:0] ratio;
    initial begin
        cnt = 0;
        ratio = 4;
        clk_game = 0;
    end
    always @(posedge clk) begin
        case (clk_rate)
        2'b00: ratio <= 1;
        2'b01: ratio <= 2;
        2'b10: ratio <= 4;
        2'b11: ratio <= 8;
        endcase
    end
    always @ (posedge clk, posedge rst) begin
        if (rst) begin
            cnt <= 0;
            clk_game <= 0;
        end else begin
            if (cnt < clk_div_num*ratio) begin
                cnt <= cnt + 1;
            end
            else begin
                cnt      <= 0;
                clk_game <= ~clk_game;
            end
        end
    end
endmodule
==> flow_metrics.env <==
# yosys + openroad results
export IMPL_die_w_um=89.1
export IMPL_place_inst=420
export IMPL_antenna_found_initial=0
export IMPL_arrival_ns=4.79
export IMPL_maxSlewViolCount=0
export IMPL_synth_top_area_share=0.272
export IMPL_dr_pass1_iters=4
export IMPL_layout_drive_gt1_share=0.0790
export IMPL_ios=5
export IMPL_cts_buffers=5
export IMPL_area_growth_pct=9.24
export IMPL_warnings=27
export IMPL_top_cell="ha_1"
export IMPL_vias=2181
export IMPL_setup_worst_path_start_class="flip-flop"
export IMPL_postCtsHoldBufs=0
export IMPL_status="finished, final reports clean"
export IMPL_hold_viol_final=0
export IMPL_worstMarginPinSlew_ns=0.561
export IMPL_rows=31
export IMPL_crit_fanout=30
export IMPL_ys_seq_frac=0.299
export IMPL_ys_cells=318
export IMPL_core_sq_mm=0.00729
export IMPL_fmax_mhz=216
export IMPL_clk_latency_ns=0.29
export IMPL_tns_ns=0
export IMPL_setup_viol=0
export IMPL_synth_cell_types=48
export IMPL_largest_area_cell="dfrtp_1"
export IMPL_cts_root_buf="clkbuf_8"
export IMPL_htreeDepth=2
export IMPL_syn_inst=318
export IMPL_slew_headroom=0.625
export IMPL_ys_ff=37
export IMPL_fp_dieH_um=89.1
export IMPL_rsz0062_at_grt="false"
export IMPL_hpwl_um=4370
export IMPL_wl_per_cell_um=13.1
export IMPL_drtAntennaViolNets=0
export IMPL_grt_max_degree=34
export IMPL_top_cells_by_count="ha_1, nor2_1, dfrtp_1, xor2_1, inv_1"
export IMPL_flop_cell="dfrtp_1"
export IMPL_p_per_area_mw_per_mm2=221
export IMPL_clock_path_buffers=2
export IMPL_area_leaders="dfrtp_1, ha_1, xor2_1, fa_1, nor2_1"
export IMPL_vias_per_cell=5.10
export IMPL_place_ws_ns=1.29
export IMPL_grt_pass1_wl_um=9590
export IMPL_cts_tree="done"
export IMPL_synth_async_reset_ratio=0.892
export IMPL_fin_skew_ns=0.00545
export IMPL_period_needed_ns=4.63
export IMPL_finalCritPeriodShare=0.784
export IMPL_antennaDiodeCount=0
export IMPL_fin_cells=428
export IMPL_cts_sinks=37
export IMPL_drc=0
export IMPL_grtUsageTotal=0.161
export IMPL_clk_pin_slew_ns=0.08
export IMPL_port_buffers=4
export IMPL_gp_congestion=0.915
export IMPL_synth_area_sq_mm=0.00303
export IMPL_dr_first_iter_drc_count=178
export IMPL_grt_remaining_overflow=0
export IMPL_endpoint_kind="flip-flop"
export IMPL_grt_pass1_vias=2045
export IMPL_cp_required_ns=6.07
export IMPL_p_total_uw=733
export IMPL_edf_count=0
export IMPL_peakVddDrop_mv=0.126
export IMPL_initCoreUtil=0.416
export IMPL_holdCritPathClass="flip-flop to flip-flop"
export IMPL_yosys_area_sq_mm=0.00303
export IMPL_post_cts_buffers=0
export IMPL_die_area_sq_mm=0.00794
export IMPL_fin_ws_ns=1.27
export IMPL_leakagePower_nw=1.58
export IMPL_wirelength_um=5620
export IMPL_synth_avg_cell_area_sq_um=9.54
export IMPL_cts_resized=0
export IMPL_crit_type="flip-flop to flip-flop"
export IMPL_fillers=699
export IMPL_maxCapViolations=0
export IMPL_ys_warn_count=1
==> layout make-up <==
type | instances | area [sq um] | share of cell area
inverters | 20 | 75.1 | 0.0227
well taps | 99 | 124 | 0.0374
clock buffers | 5 | 68.8 | 0.0208
multi-input cells | 258 | 2020 | 0.609
clock inverters | 3 | 68.8 | 0.0208
flip-flops and latches | 37 | 906 | 0.273
repair buffers | 6 | 55.1 | 0.0166
==> logic make-up (layout without fill, tap and decap cells) <==
group	count (synthesis)	after routing	synth area share
simple gates	108	108	0.196
xor+xnor	40	40	0.115
flops	37	37	0.299
buf+inv	25	34	0.0392
fa+ha+maj	51	51	0.230
other cells	1	3	0.00124
compound gates	56	56	0.120
==> placed cells by master, fill, tap and decap left out, types with 6 or more instances in the layout <==
cell type,count
xnor2_1,15
fa_1,8
xor2_1,25
a31oi_1,6
ha_1,43
dfrtp_1,33
nand3_1,14
nor2_1,42
inv_1,20
a21o_1,9
nand2_1,17
a21oi_1,15
o21ai_0,7
nand4_1,7
==> routing by layer <==
| layer | up-vias | part of all wire | wire length, um | track usage |
|---|---|---|---|---|
| met5 | - | 0 | 0 | 0 |
| met4 | 0 | 0.011 | 61 | 0.0159 |
| met3 | 9 | 0.027 | 150 | 0.0206 |
| met2 | 30 | 0.45 | 2510 | 0.255 |
| met1 | 1013 | 0.52 | 2890 | 0.251 |
| li1 | 1129 | - | - | - |
==> through the flow <==
stage / utilization / hold WS [ns] / instance area, sq um
after global routing: 0.455 / 0.486 / 3310
final: 0.455 / 0.476 / 3310
after detailed placement: 0.436 / 0.463 / 3180
after CTS: 0.455 / 0.477 / 3310
after floorplan: - / 0.420 / 3040
after global placement: 0.436 / 0.460 / 3180
==> power breakdown <==
group	internal, mW	total [mW]	switching (mW)
combinational	0.0829	0.198	0.115
clock	0.170	0.268	0.0976
sequential	0.260	0.267	0.00707
==> path summary, 6_finish.rpt <==
check	from	slack, ns	cells past startpoint	end
worst max-delay path	ratio[2]$_DFF_P_	1.27	19	clk_game$_DFFE_PP0P_
worst min-delay path	clk_game$_DFFE_PP0P_	0.48	1	clk_game$_DFFE_PP0P_
worst max register to register	ratio[2]$_DFF_P_	1.27	19	clk_game$_DFFE_PP0P_
worst min register to register	clk_game$_DFFE_PP0P_	0.48	1	clk_game$_DFFE_PP0P_
max in group asynchronous	rst	4.33	3	cnt[31]$_DFF_PP0_
min in group asynchronous	rst	1.28	3	cnt[14]$_DFF_PP0_
==> sequential cells by signal, indices dropped and copies added, names as in the netlist <==
| signal | count |
|---|---|
| clk_game | 1 |
| cnt | 32 |
| ratio | 4 |
==> worst max-delay path: stages, from the launching register on <==
cell	delay (ns)
dfxtp_1	0.39
fa_1	0.59
inv_1	0.09
fa_1	0.50
inv_1	0.08
ha_1	0.29
a21o_1	0.19
a21oi_2	0.23
o21ai_1	0.13
a31oi_1	0.25
o21ai_1	0.15
xnor2_1	0.14
ha_1	0.32
a21oi_1	0.14
o21ai_0	0.13
a41o_1	0.23
a21oi_1	0.18
a21oi_2	0.04
buf_4	0.24
xor2_1	0.17
Power and IR drop assume default switching activity.
